===== flow/design.v =====
module muxreg (in,clk,select,reset,clk_en,q);
    parameter size = 18 ;
    parameter RSTYPE = 1 ;
    input select,reset,clk_en ;
    input clk ;
    input [size-1:0] in ;
    output  [size-1:0] q ;
    reg [size-1:0] wire1 ;
   generate
  if(RSTYPE)begin
    always @(posedge clk) begin
       if (reset)
          wire1=0 ;
        else
         if(clk_en)
            wire1 = in ; 
    end
    assign q = (select==1) ? wire1: in ;
   end
   else begin
      always @(posedge clk or posedge reset) begin
       if (reset)
          wire1=0 ;
        else
         if(clk_en)
            wire1 = in ; 
    end
    assign q = (select==1) ? wire1: in ;
   end
  endgenerate
endmodule

===== flow/config.mk =====
export PLATFORM = sky130hd
export DESIGN_NAME = muxreg
export DESIGN_NICKNAME = muxreg
export VERILOG_FILES = /design/flow/design.v
export SDC_FILE = /design/flow/constraint.sdc
export NUM_CORES = 4
export LEC_CHECK = 1
export CORE_AREA = 10 10 88 88
export DIE_AREA = 0 0 98 98

===== flow/constraint.sdc =====
current_design muxreg

set clk_period 1.1
set clk_io_pct 0.2

create_clock -name clk0 -period $clk_period [get_ports {clk}]

set non_clock_inputs [all_inputs -no_clocks]
set_input_delay [expr $clk_period * $clk_io_pct] -clock clk0 $non_clock_inputs
set_output_delay [expr $clk_period * $clk_io_pct] -clock clk0 [all_outputs]

===== flow/run.sh =====
#!/bin/bash
# OpenROAD 26Q1-2900-gdf79404cd8, Yosys 0.63+post, stock flow scripts
make -C /OpenROAD-flow-scripts/flow DESIGN_CONFIG=/design/flow/config.mk WORK_HOME=/design/flow/orfs finish

==> results.py <==
# Auto-generated metrics
metrics = {
    "place": {
        "dpl.cell_count": 189,
        "portBuffers": 39,
        "place_congestion": 0.710,
    },
    "global_route": {
        "grt_pass1_vias": 701,
        "grt_start_max_net_pins": 19,
        "grt-ovfl-total": 0,
        "grt_pass1_wl_um": 3890,
        "antenna_found_initial": 0,
        "grtUsageTotal_pct": 4.93,
    },
    "synthesis": {
        "synth-seq-area-share_pct": 39.3,
        "edf_count": 0,
        "async_reset_ff_share_pct": 0,
        "synthCells": 78,
        "yosys_warnings": 1,
        "avgSynthCellArea_um2": 11.7,
        "synth-main-ff-cell": "dfxtp_1",
        "ys_ff": 18,
        "ys_top_cells_by_count": "dfxtp_1, mux2i_1, nor2_1, mux2_4, mux2_2",
        "yosysTopAreaCell": "dfxtp_1",
        "ys_sh_aoi_pct": 0,
        "synth-xor-area-share_pct": 0,
        "yosys_area_um2": 916,
        "logic_family": "multiplexers",
        "ys_sh_simple_pct": 7.38,
        "synthTopCellsByArea": "dfxtp_1, mux2i_1, mux2_4",
        "netlist-cell-type-count": 10,
        "ys_sh_mux_pct": 45.9,
        "yosysTopAreaCellShare_pct": 39.3,
        "adder_share_pct": 0,
        "netlist_area_um2": 916,
        "ys_cells": 78,
    },
    "route": {
        "vias": 691,
        "wl_um": 2490,
        "avgRoutedWirePerCell_um": 12.7,
        "drt_iter0_drc": 10,
        "drt-vias-per-instance": 3.53,
        "drtPass1Iterations": 4,
        "n_antenna_cell": 0,
        "drc": 0,
        "postRouteAntennaNets": 0,
    },
    "sta": {
        "fin_crit_ns": 1.16,
        "hold_violations": 0,
        "setup_viol": 18,
        "period_used_pct": 105,
        "fin_tns_setup_ns": -0.880,
        "slew_viol_final": 0,
        "fmax_ghz": 0.864,
        "worst_slew_pin_slew_ns": 0.147,
        "skew_ns": 0,
        "relSlewSlack_pct": 89.9,
        "rsz0062_at_grt": "true",
        "setup_ws_ns": -0.0577,
    },
    "power_and_ir_drop": {
        "pwr-share-comb_pct": 23.0,
        "intPower_mw": 1.27,
        "swShare_pct": 22.5,
        "pwr_density_cell_mw_per_mm2": 1100,
        "power_leakage_nw": 0.728,
        "seqPwrFrac_pct": 43.6,
        "power.switching_uw": 370,
        "ir_worst_vdd_mv": 0.403,
        "p_clk_share_pct": 33.5,
    },
    "status": {
        "violations": "negative setup slack",
        "status": "complete, but fails checks",
    },
    "min_path": {
        "hp-class": "input pin to flop",
    },
    "cts": {
        "cts_buffers": 3,
        "htreeDepth": 1,
        "clock_latency_ns": 0.25,
        "cts.sink_count": 18,
        "cts.root.buffer_cell": "clkbuf_8",
        "cts_tree": "done",
        "cts.clk_slew.worst_paths_ns": 0.07,
        "cts_buffer_depth": 2,
        "ctsHoldBuffers": 0,
    },
    "layout": {
        "layout-drive-gt1-share_pct": 53.7,
        "largest_reg_flops": 18,
        "fin_cells": 196,
        "area_growth_pct": 62.8,
    },
    "flow_run": {
        "cap_violations": 0,
        "warnings": 27,
    },
    "floorplanning": {
        "fp.dieH_um": 98,
        "core_mm2": 0.00592,
        "io_pins": 40,
        "rows": 28,
        "die-area_mm2": 0.00960,
        "die_x_um": 98,
        "initCoreUtil_pct": 15.5,
    },
    "critical_path": {
        "path_cells": "mux2_4 -> buf_6",
        "slowest_delay_ns": 0.32,
        "critPathCaptureType": "output pin",
        "path_class": "flop to output pin",
        "cp_slowest_cell": "dfxtp_2",
        "cp.arrival_ns": 0.94,
        "path_max_fanout": 2,
        "critPathRequiredTime_ns": 0.88,
        "critPathLaunchType": "flop",
    },
}
worst paths after layout:
check           start   endpoint  slack, ns  cells after the start
max          wire1[2]       q[2]      -0.06                      2
min reg2reg  wire1[9]   wire1[9]       0.48                      2
min            in[16]  wire1[16]       0.35                      3
max reg2reg  wire1[8]   wire1[8]       0.39                      3
cell usage in the layout (no fill, tap or decap):
| cell type | instances |
|---|---|
| buf_16 | 2 |
| clkdlybuf4s50_1 | 2 |
| buf_12 | 3 |
| nor2_1 | 18 |
| mux2_2 | 1 |
| buf_4 | 1 |
| mux2i_1 | 18 |
| dfxtp_2 | 18 |
| buf_2 | 11 |
| dlygate4sd2_1 | 18 |
| mux2_4 | 17 |
| clkbuf_8 | 4 |
| buf_6 | 8 |
power by group through the flow:
stage / logic, mW / clock network, mW / registers, mW
6_report: 0.377 / 0.549 / 0.715
5_1_grt: 0.414 / 0.610 / 0.719
4_1_cts: 0.351 / 0.590 / 0.714
kinds of logic (layout without fill, tap and decap cells):
logic type             Yosys count  count (layout)
multiplexers                    36              36
flip-flops                      18              18
AND/OR/NAND/NOR                 18              18
buffers and inverters            6              49
through the flow:
stage	hold WS (ns)	power (mW)	cell area [um2]	worst slack, ns	utilization, %
floorplan	0.367	0.893	916	0.126	-
global placement	0.467	1.11	1390	-0.833	23.5
detailed placement	0.480	1.11	1390	-0.820	23.5
CTS	0.345	1.66	1430	-0.0831	24.1
global route	0.371	1.74	1490	-0.105	25.2
finish	0.354	1.64	1490	-0.0577	25.2
layout make-up:
cell class                 instances  area [um2]
clock buffer                       4        55.1
tap                               75        93.8
sequential                        18         383
timing repair buffer              45         445
fill                             626        4430
multi-input combinational         54         514
critical path: cells and delay by family, from the launching register on:
kind	cells	cell delay [ns]
flops	1	0.32
buf+inv	1	0.11
mux	1	0.26
metal layers:
| layer | wire, um | up-vias | global-route usage, % |
|---|---|---|---|
| met1 | 1260 | 310 | 7.08 |
| met3 | 203 | 2 | 2.06 |
| met4 | 14 | 0 | 0.671 |
| li1 | - | 353 | - |
| met2 | 1010 | 26 | 6.85 |
| met5 | 0 | - | 0 |
what timing repair did:
item / CTS / global route
gates cloned: 2 / 0
setup endpoints to repair: 18 / 18
gates resized: 103 / 10
buffers inserted: 0 / 1
Power figures rest on the tool's default switching activity, not on a simulated workload.
