`flow/config.mk`:
```
export PLATFORM = sky130hd
export DESIGN_NAME = post
export DESIGN_NICKNAME = post
export VERILOG_FILES = /design/flow/design.v
export SDC_FILE = /design/flow/constraint.sdc
export NUM_CORES = 4
export LEC_CHECK = 1
export CORE_UTILIZATION = 30
```
`flow/constraint.sdc`:
```
current_design post

set clk_period 19.1
set clk_io_pct 0.2

create_clock -name clk0 -period $clk_period

set non_clock_inputs [all_inputs -no_clocks]
set_input_delay [expr $clk_period * $clk_io_pct] -clock clk0 $non_clock_inputs
set_output_delay [expr $clk_period * $clk_io_pct] -clock clk0 [all_outputs]
```
`flow/design.v`:
```
module post (in1,in2,cin,opcode,out,cout);
input [47:0] in1,in2 ;
input cin,opcode ;
output reg [47:0] out ;
output reg cout ;
always @(*) begin
    if (opcode) begin
        out = in1 -(in2+cin) ;
    end
    else begin
        {cout,out} = in1 + in2 + cin ; 
    end
end
endmodule
```
`flow/run.sh`:
```
#!/bin/bash
# OpenROAD 26Q1-2900-gdf79404cd8, Yosys 0.63+post, stock flow scripts
make -C /OpenROAD-flow-scripts/flow DESIGN_CONFIG=/design/flow/config.mk WORK_HOME=/design/flow/orfs finish
```
==> impl_metrics.csv <==
group,metric,value,unit
drt,routed_wl,20500,µm
power,seqPwrFrac,0.1,%
final_timing,tightest_slew,0.739,ns
place,dp_cells,1419,
yosys,ys_area,6830,µm²
floorplan,die_y,153,µm
critical_path,slowest_stage,"fa_1",
drt,drc,0,
finish,finalNonFillerCells,1419,
floorplan,io_pins,147,
drt,viasPerCell,5.06,
place,dp_slack,6.52,ns
final_timing,hold_slack,8.65,ns
yosys,yosysCellCount,1013,
global_route,antenna_found_initial,0,
drt,drtAntennaViolNets,0,
power,p_sw_share,50.6,%
drt,num_vias,7176,
finish,area_growth,25.5,%
drt,num_antenna_cells,0,
power,internal-power,178,µW
yosys,ff_type,"dlxtn_1",
critical_path,critPathMaxStageDelay,0.62,ns
global_route,grt_pass1_wl,33800,µm
yosys,yosysWarnings,1,
global_route,grt_overflow,0,
flow_run,cap_viol_max_count,0,
clock_network,post_cts_buffers,0,
clock_network,postCtsHoldBufs,0,
floorplan,die_x,153,µm
floorplan,core_util_floorplan,30.9,%
final_timing,rsz0062_at_grt,"no",
worst_hold_path,min_path_cells,5,
critical_path,path_cells,"clkdlybuf4s50_1 > inv_1 > fa_1 > inv_1 > ha_1 > or2_2 > fa_1 > nand2b_1 > o211ai_1 > a211oi_1 > nor3b_2 > a211o_1 > nand2_1 > or4_1 > a31oi_1 > xor2_1 > o21ai_0 > clkdlybuf4s50_1",
power,p_clk_share,0,%
power,peakVddDrop,0.0146,mV
floorplan,chipArea,23400,µm²
finish,final_core_util,38.8,%
final_timing,unclocked_pins,1,
final_timing,setup_viol,0,
final_timing,unconstrained_endpoints,2,
critical_path,end_kind,"output pin",
yosys,syn_area,6830,µm²
clock_network,cts_resized,0,
yosys,ys.flops,1,
drt,first_iter_violations,366,
place,hpwl,17700,µm
yosys,synthDistinctLibCells,75,
yosys,synth-edff-count,0,
global_route,grt_usage,17.6,%
yosys,synth_area_per_cell,6.74,µm²
power,p_leak,3.91,nW
final_timing,tns,0,ns
place,gp_congestion,0.913,
final_timing,hold_viol,0,
yosys,async_flop_share,0,%
place,port_buffers,147,
worst_hold_path,worstHoldPathType,"input port to output pin",
power,power.density,42.0,nW/µm²
drt,dr.pass1.iters,5,
drt,wl_per_cell,14.4,µm
global_route,grt_pass1_vias,6868,
critical_path,critical_path_class,"input port to output pin",
flow_run,tool_warnings,79,
power,combPwrFrac,99.9,%
floorplan,fp-row-count,54,
finish,drive_gt1_share,3.07,%
finish,lay_top_count,"inv_1",
status,outcome,"completed",
final_timing,finalClockPeriodUsage,66.3,%
yosys,netlist_instances,1013,
final_timing,finalMaxSlewViolations,0,
critical_path,arrival,8.85,ns
floorplan,core,22100,µm²
final_timing,fmax,78.9,MHz
finish,largest_reg_flops,1,
final_timing,final.min_clock_period,12.67,ns
finish,final_cell_mix,"inv_1 (166), clkdlybuf4s50_1 (146), ha_1 (137), a21oi_1 (116), nor2_1 (78)",
final_timing,maxSlewHeadroom,50.3,%
global_route,grt_max_degree,56,
critical_path,cp_max_fo,4,
power,power.switching,182,µW
critical_path,worstSetupStartpointType,"input port",
final_timing,setup_ws,6.43,ns
critical_path,required,15.28,ns
[layout make-up]
class / instances / area [µm²]
fillers: 2346 / 13500
inverters: 168 / 631
multi-input cells: 820 / 6080
repair buffers: 150 / 1490
flip-flops and latches: 1 / 15.0
well taps: 280 / 350
[kinds of logic after synthesis]
logic type	after synthesis	share of synthesized area, %
latches	1	0.220
xor+xnor	86	11.0
compound gates	333	32.0
simple gates	249	18.0
buf+inv	192	10.7
fa+ha+maj	142	26.4
mux	10	1.61
[metrics by stage]
stage                     total power [mW]  instance area, µm²
after detailed placement             0.358                8570
after CTS                            0.361                8570
after global placement               0.360                8570
after global routing                 0.402                8570
final                                0.360                8570
after floorplan                      0.224                6830
[Yosys cell counts (all sizes together) (9+ instances only)]
| cell | instances | area share, % |
|---|---|---|
| clkbuf | 19 | 1.0 |
| o21bai | 24 | 2.6 |
| o31ai | 9 | 1.3 |
| o21a | 9 | 0.99 |
| nor2 | 78 | 4.3 |
| ha | 137 | 25 |
| nand2b | 11 | 1.0 |
| o21ai | 63 | 4.7 |
| a31oi | 10 | 0.92 |
| xnor2 | 68 | 8.7 |
| a21oi | 120 | 9.0 |
| a21o | 29 | 3.2 |
| xor2 | 18 | 2.3 |
| nand3 | 23 | 1.7 |
| or3 | 11 | 1.1 |
| nor3 | 14 | 1.1 |
| nor2b | 9 | 0.82 |
| nand2 | 58 | 3.2 |
| inv | 166 | 9.1 |
| nand4 | 12 | 1.2 |
[layer usage]
metal | GRT usage [%] | vias to the layer above | part of all wire [%]
li1 | - | 3794 | -
met1 | 28.0 | 3184 | 54
met2 | 27.1 | 186 | 41
met3 | 0.607 | 12 | 3.8
met4 | 1.30 | 0 | 0.80
met5 | 0 | - | 0
[worst paths after layout]
kind | endpoint | slack (ns) | startpoint
hold / removal | out[1] | 8.65 | opcode
setup / recovery | out[32] | 6.43 | in1[0]
[power by group through the flow]
stage / clock [mW] / combinational [mW] / sequential, mW
CTS: 0 / 0.361 / 0.000272
global route: 0 / 0.402 / 0.000280
finish: 0 / 0.360 / 0.000272
[critical path, delay by kind of cell]
family	cells	cell delay, ns
buffers and inverters	4	1.16
AND/OR/NAND/NOR	5	1.37
AND-OR/OR-AND	5	1.21
adder cells (fa/ha/maj)	3	1.18
XOR/XNOR	1	0.09
Power is estimated from default activity; no workload was simulated.
